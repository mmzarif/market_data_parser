<file path="flow/run.sh">
#!/bin/bash
# OpenROAD 26Q1-2900-gdf79404cd8, Yosys 0.63+post, stock flow scripts
make -C /OpenROAD-flow-scripts/flow DESIGN_CONFIG=/design/flow/config.mk WORK_HOME=/design/flow/orfs finish
</file>
<file path="flow/config.mk">
export PLATFORM = sky130hd
export DESIGN_NAME = parser_top
export DESIGN_NICKNAME = parser_top
export VERILOG_FILES = /design/flow/design.v
export SDC_FILE = /design/flow/constraint.sdc
export NUM_CORES = 4
export LEC_CHECK = 1
export CORE_AREA = 10 10 70 70
export DIE_AREA = 0 0 80 80
</file>
<file path="flow/constraint.sdc">
current_design parser_top

set clk_period 1.5
set clk_io_pct 0.2

create_clock -name clk0 -period $clk_period [get_ports {clk}]

set non_clock_inputs [all_inputs -no_clocks]
set_input_delay [expr $clk_period * $clk_io_pct] -clock clk0 $non_clock_inputs
set_output_delay [expr $clk_period * $clk_io_pct] -clock clk0 [all_outputs]
</file>
<file path="flow/design.v">
  typedef enum logic [3:0] {  
    IDLE,
    MSG_TYPE,
    STOCK_ID,
    ORDER_ID,
    ORDER_SIDE,
    PRICE,
    QUANTITY,
    PADDING,
    DONE
  } parser_state_t;
  typedef enum logic[7:0] {
    MSG_ADD = 8'h41,  
    MSG_DELETE = 8'h44,  
    MSG_UPDATE = 8'h55,  
    MSG_NULL = 8'hFF  
  } msg_type_t;
  typedef enum logic[7:0] {
    ORDER_SIDE_BID = 8'h42,
    ORDER_SIDE_ASK = 8'h41,
    ORDER_SIDE_UNKNOWN = 8'hFF  
  } order_side_t;
    typedef struct packed {  
        msg_type_t msg_type;  
        logic [7:0] stock_id;  
        logic [31:0] order_id;  
        order_side_t order_side;  
        logic [31:0] price;  
        logic [31:0] quantity;  
        logic [7:0] padding;  
    } parsed_msg_t;
typedef struct packed {
    logic [7:0]  stock_id;  
    logic [31:0] order_id;
    logic [31:0] price;
    logic [31:0] quantity;
    logic        valid;  
} bid_order_t;
typedef struct packed {
    logic [7:0]  stock_id;  
    logic [31:0] order_id;
    logic [31:0] price;
    logic [31:0] quantity;
    logic        valid;  
} ask_order_t;
module msg_fifo #(
    parameter FIFO_DEPTH = 16
)
(
    input logic clk,
    input logic reset,
    input logic write_en,  
    input logic read_en,  
    input parsed_msg_t msg_in,  
    output logic full,  
    output logic empty,  
    output parsed_msg_t msg_out  
);
  parsed_msg_t fifo_mem [0:FIFO_DEPTH-1];  
  logic [3:0] write_ptr;  
  logic [3:0] read_ptr;  
  logic [3:0] count;  
  always_ff @(posedge clk or posedge reset) begin
    if (reset) begin
      write_ptr <= 0;
      read_ptr <= 0;
      count <= 0;
    end else begin
      if (write_en && !full) begin
        fifo_mem[write_ptr] <= msg_in;  
        write_ptr <= (write_ptr == FIFO_DEPTH-1) ? 0 : write_ptr + 1;  
        count <= count + 1;
      end
      if (read_en && !empty) begin
        read_ptr <= (read_ptr == FIFO_DEPTH-1) ? 0 : read_ptr + 1;  
        count <= count - 1; 
      end
    end
  end
  assign full = (count == FIFO_DEPTH); 
  assign empty = (count == 0); 
  assign msg_out = fifo_mem[read_ptr];  
endmodule
module parser_fsm (  
  input logic clk,
  input logic reset,
  input logic byte_valid,
  input logic [7:0] byte_in,  
  output parsed_msg_t parsed_msg,  
  output logic done
);
  parser_state_t current_state, next_state;  
  logic [3:0] byte_count;  
  logic [31:0] order_id_reg, price_reg, quantity_reg;
  always_ff @(posedge clk or posedge reset) begin
  if (reset) begin
    current_state <= MSG_TYPE;
  end else if (byte_valid) begin
    current_state <= next_state;
  end
end
  always_ff @(posedge clk or posedge reset) begin
    if (reset) begin
      byte_count <= 0;
    end else if (byte_valid && current_state != DONE) begin
      byte_count <= byte_count + 1;
    end else if (next_state == DONE) begin
      byte_count <= 0;  
    end
  end
  always_comb begin
    next_state = current_state;  
    case (current_state)
      MSG_TYPE: begin
        if (byte_valid && byte_count == 1 - 1) begin
          next_state = STOCK_ID;
      end
      end
      STOCK_ID: begin
        if (byte_count == 1 + 1 - 1) begin
            next_state = ORDER_ID;
      end
      end
      ORDER_ID: begin
        if (byte_count == 1 + 1 + 4 - 1) begin
          if (parsed_msg.msg_type == MSG_DELETE) begin
            next_state = DONE;  
          end else begin
            next_state = ORDER_SIDE;  
          end
        end
      end
      ORDER_SIDE: begin
        if (byte_count == 1 + 1 + 4 + 1 - 1) begin
          next_state = PRICE;
        end
      end
      PRICE: begin
        if (byte_count == 1 + 1 + 4 + 1 + 4 - 1) begin
          next_state = QUANTITY;
        end
      end
      QUANTITY: begin
        if (byte_count == 1 + 1 + 4 + 1 + 4 + 4 - 1) begin
          next_state = PADDING;
        end
      end
      PADDING: begin
        if (byte_count == 16 - 1) begin
          next_state = DONE;
        end
      end
      DONE: begin
        next_state = MSG_TYPE;  
      end
      default: begin
        next_state = MSG_TYPE;  
      end
    endcase
  end      
    always_ff @(posedge clk or posedge reset) begin
        if (reset) begin
            parsed_msg.msg_type <= MSG_NULL;
            parsed_msg.stock_id <= 0;
            parsed_msg.order_side <= ORDER_SIDE_UNKNOWN;
           parsed_msg.padding <= 0;
            byte_count <= 0;
            order_id_reg <= 0;
            price_reg    <= 0;
            quantity_reg <= 0;
        end 
        else if (byte_valid) begin
            case (current_state)
                MSG_TYPE: begin
                    parsed_msg.msg_type <= byte_in;
                end
                STOCK_ID: begin
                    parsed_msg.stock_id <= byte_in;
                end
                ORDER_ID: begin
                    order_id_reg <= {order_id_reg[23:0], byte_in};  
                end
                ORDER_SIDE: begin
                    parsed_msg.order_side <= (byte_in == ORDER_SIDE_BID) ? ORDER_SIDE_BID : 
                                            (byte_in == ORDER_SIDE_ASK) ? ORDER_SIDE_ASK : ORDER_SIDE_UNKNOWN;
                end
                PRICE: begin
                    price_reg <= {price_reg[23:0], byte_in};  
                end
                QUANTITY: begin
                    quantity_reg <= {quantity_reg[23:0], byte_in};  
                end
                PADDING: begin
                    parsed_msg.padding <= byte_in;  
                end
                DONE: begin
                end
                default: begin
                    parsed_msg.msg_type <= MSG_NULL;
                    parsed_msg.stock_id <= 0;
                    parsed_msg.order_side <= ORDER_SIDE_UNKNOWN;
                end
            endcase
        end
    end
  assign done = (current_state == DONE);
  assign parsed_msg.order_id = (current_state == DONE) ? order_id_reg : 32'd0;
  assign parsed_msg.price    = (current_state == DONE && parsed_msg.msg_type != MSG_DELETE) ? price_reg    : 32'd0;
  assign parsed_msg.quantity = (current_state == DONE && parsed_msg.msg_type != MSG_DELETE) ? quantity_reg : 32'd0;
endmodule
module parser_top #(
    parameter FIFO_DEPTH = 16
)
(
    input logic clk,
    input logic reset,
    input logic [7:0] byte_in,  
    input logic byte_valid,  
    input logic read_en,  
    output logic full,  
    output logic empty,  
    output parsed_msg_t msg_out  
);
logic done;  
logic write_en;  
parsed_msg_t parsed_msg;  
assign write_en = done && !full;  
    parser_fsm fsm_inst (
        .clk(clk),
        .reset(reset),
        .byte_valid(byte_valid),
        .byte_in(byte_in),
        .parsed_msg(parsed_msg),  
        .done(done)  
    );
  msg_fifo #(.FIFO_DEPTH(FIFO_DEPTH)) fifo_inst (
      .clk(clk),
      .reset(reset),
      .write_en(write_en),
      .read_en(read_en),
      .msg_in(parsed_msg),
      .full(full),
      .empty(empty),
      .msg_out(msg_out)
  );
endmodule
</file>
==> CHANGELOG.md <==
### Implementation results

* Top Ports at 142
* Top Registers: fifo_inst.count x4
* Violation tally from detailed-route iteration zero at 3
* Vias per inst at 2.37
* Hold slack at 0.262 ns
* Vias in the first global route at 581
* Synth Seq Share at 8.50%
* Peak fanout along the critical path at 2
* Final ANT Viol Nets at 0
* Yosys reg bits at 4
* Peak supply drop at 0.000217 V
* Chip height at 80 µm
* Drt wl/cell at 9.89 µm
* Max reg flops at 4
* Drt total wl at 2050 µm
* Chip Area, Yosys at 0.00118 mm²
* PwrDens at 793 mW/mm²
* Syn Area/Cell at 7.90 µm²
* Drt pass-1 iters at 2
* Unrepaired setup endpoints after global routing: false
* Largest net degree at the start of global routing at 5
* Synth-to-layout area growth at -26.0%
* Tool warnings at 34
* Warnings, synthesis at 13
* Crit path time final at 1.41 ns
* Antenna Cells at 0
* Die Width at 80 µm
* Critical Path RT at 1.20 ns
* Max cap viols at 0
* CTS tree: done
* Setup skew after layout at 0.000308 ns
* FP Util at 34.5%
* Post-CTS setup buffers at 0
* Cells after synthesis at 149
* H-tree level count at 1
* # Cells Yosys at 149
* Largest register by flop count: fifo_inst.count
* CP Class: reg -> out
* Reg2reg setup slack at 0.13 ns
* Dominant logic cell types in the final layout: 129 x conb_1, 7 x buf_4, 4 x dfrtp_1
* Clk sink count at 4
* # rows at 21
* HP Class: in -> async
* Grt ovf at 0
* IO Port Bufs at 3
* Post-layout period usage at 94.1%
* Initial antenna violation count at 0
* Setup TNS at 0 ns
* Clk ins delay skew pair at 0.23 ns
* Most numerous logic cell after layout: conb_1
* Critical path endpoint category: output pin
* Max-slew violations at 0
* Critical Path AT at 1.11 ns
* Top cells by area, synth: buf_4 82%, dfrtp_1 8.5%, or4b_4 1.2%
* Post-layout util at 25.5%
* Gpl congestion at 0.596
* Root Driver: clkbuf_4
* Post-DP HPWL at 1970 µm
* Synth Cell Area at 0.00118 mm²
* Leak Pwr at 0.588 nW
* Top cell area share at 82.3%
* Worst setup SP type: flop
* Maximum clock path buffer count at 2
* Fill cells at 385
* Global Route Usage Sum at 4.52%
* Final hold violation count at 0
* Status: completed
* Cts hold-fix bufs at 0
* Final setup fails at 0
* Routed vias at 490
* Layout cells sized above 1 at 9.94%
* Yosys cell types at 15
* Total CTS buffers at 3
* Clock transition at path regs at 0.03 ns
* First-pass GRT wire length at 2550 µm
* Post-route DRC at 0
* Dominant cell type by area after synthesis: buf_4
* Die Area at 0.00640 mm²
* Max Fclk at 708 MHz
* Core region area at 0.00342 mm²
[metal layers]
layer | track usage, % | routed length [µm]
met3 | 1.70 | 346
met4 | 0.880 | 0
met2 | 8.91 | 1060
met1 | 4.27 | 640
met5 | 0 | 0
[power by group]
part | internal (mW) | switching [mW]
clock network | 0.0888 | 0.0351
registers | 0.162 | 0.0372
logic | 0.214 | 0.154
total | 0.464 | 0.226
[path summary, 6_finish.rpt]
| check | startpoint | endpoint | cells after the start |
|---|---|---|---|
| setup / recovery | fifo_inst.count[0] | empty | 4 |
| hold / removal | reset | fifo_inst.count[2] | 2 |
| setup reg to reg | fifo_inst.count[2] | fifo_inst.count[3] | 3 |
| hold reg to reg | fifo_inst.count[0] | fifo_inst.count[0] | 2 |
| max in group asynchronous | reset | fifo_inst.count[1] | 2 |
| min in group clk0 | fifo_inst.count[0] | fifo_inst.count[0] | 2 |
[critical path, stage by stage (launching register included)]
cell and delay, ns:
dfrtp_1 0.36, inv_1 0.09, ha_4 0.14, nor3b_4 0.17, buf_2 0.12
[stage by stage]
step	cells	setup slack [ns]	total power [mW]	cell area [µm²]
after floorplan	277	0.300	0.569	1660
after global placement	204	-0.162	0.525	830
after detailed placement	204	-0.158	0.533	830
after CTS	207	0.0489	0.667	855
after global routing	207	0.0328	0.780	871
final	207	0.0886	0.690	871
[cells by family (layout without fill, tap and decap cells)]
logic type                 Yosys count  count (layout)  share of synthesized area (%)
buffers and inverters              132              16                           83.2
and+or+nand+nor                      7               7                           4.25
DFF                                  4               4                           8.50
AOI/OAI and AO/OA                    2               2                           1.06
adders and majority gates            1               1                           1.06
other                                1             129                          0.319
xor gates and xnor gates             1               1                          0.744
muxes                                1               1                          0.850
[cells in the mapped netlist]
| library cell | instances |
|---|---|
| inv_1 | 3 |
| nor3b_1 | 1 |
| nor3_2 | 1 |
| nand3_1 | 1 |
| mux2i_1 | 1 |
| dfrtp_1 | 4 |
| or4b_4 | 1 |
| buf_4 | 129 |
| ha_1 | 1 |
| xnor2_1 | 1 |
| conb_1 | 1 |
| a21o_1 | 1 |
| nand2b_1 | 1 |
| nand2_1 | 2 |
| o21ai_0 | 1 |
[area by class of cell]
type	instances	area [µm²]	share of cell area, %
tap	46	57.6	6.61
clock buffer	3	22.5	2.59
sequential	4	100	11.5
inverter	3	11.3	1.29
timing repair buffer	10	77.6	8.91
multi-input combinational	141	602	69.1
[repair_timing]
action	CTS	global route
resized	5	3
setup endpoints to repair	1	1
pin swaps	0	0
Power figures rest on the tool's default switching activity, not on a simulated workload.
